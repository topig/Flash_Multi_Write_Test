==> design/flow/design.v <==
module Erase_Multi_Write(rst, rst2, clk, rb, io, cle, we, ale, re, ce, HEX0, HEX1, HEX2, HEX3);
input	rst;
input	rst2;
input	clk;
input	rb;
inout	[7:0]	io;
output	reg	cle; 
output	reg	we;
output	reg	ale;
output	reg	re;
output	reg	ce;
output	[6:0]	HEX0;
output	[6:0]	HEX1;
output	[6:0]	HEX2;
output	[6:0]	HEX3;
reg	[3:0]	st;  
reg	[7:0]	out;
reg	[7:0]	temp;
reg	[5:0]	state;
reg	[5:0]	nextstate;
reg	[13:0]	counter;
reg	[5:0] counter2;
reg [8:0]	counter3;
reg	[11:0]	devcode;
reg	[7:0] data;
reg	[4:0]	clkcnt;
reg	[11:0]	addrcount;
reg	[11:0]	blockcount;
reg	[7:0] status;
reg [2:0] n;
reg en;
reg	clk_double;
parameter	RST=0, SEND_CMD=1, GET_DAT=2,SEND_ADDR=3,SEND_DAT=4;
parameter	RS1=31, RS2=32;
parameter	ER0=5,ER1=6,ER2=7,ER3=8,ER4=9,ER5=10,ER6=11,ER7=12,ER8=13,ER9=14,ER10=15,ER11=16;
parameter	WE0=17,WE1=18,WE2=19,WE3=20,WE4=21,WE5=22,WE6=23,WE7=24,WE8=25,WE9=26,WE10=27,WE11=28,WE12=29,WE13=30;
parameter	INITIAL_ADDR=0;   
parameter	PAGE_PER_BLOCK=8'hFF;  
parameter	DATA_BYTES_PER_PAGE=8192;  
parameter	PAGE_SIZE=8936; 
parameter	INITIAL_BLOCK=12'h00;
parameter	LAST_BLOCK=2127;  
parameter	TEST_CYCLE=10;
assign io=we?8'bZ:out; 
wire en_o;
wire	[7:0] RandData;
assign en_o=en;
LFSR L0(en_o,rst2,RandData);
always @ (posedge clk_double)  
begin
	if(!rst)	begin   
			re<=1;
			ce<=0;
			cle<=0;
			ale<=0;
			we<=1;
			state<=RST;
			addrcount<=INITIAL_BLOCK;
			blockcount<=INITIAL_BLOCK;
			counter<=0;
			counter2<=0;
			counter3<=0;
			st<=0;
			devcode<=8'b0;
			out<=8'b0;
			status<=0;
			end
	else	begin
		case(state)
			RST:begin
				re<=1;
				ce<=0;
				cle<=0;
				ale<=0;
				we<=1;
				if (rb==0) state<=RST;
				else state<=RS1;	
			end	
			SEND_CMD:begin
				nextstate<=nextstate;
				out<=out;
				case(n)
					0:begin
						re<=1;
						ce<=0;
						cle<=0;
						ale<=0;
						we<=1;
						n<=n+1;
						state<=SEND_CMD;
					end
					1:begin
						re<=1;
						ce<=0;
						cle<=1;
						ale<=0;
						we<=1;	
						n<=n+1;
						state<=SEND_CMD;
					end
					2:begin
						re<=1;
						ce<=0;
						cle<=1;
						ale<=0;
						we<=0;	
						n<=n+1;
						state<=SEND_CMD;
					end
					3:begin
						re<=1;
						ce<=0;
						cle<=1;
						ale<=0;
						we<=1;	
						n<=n+1;
						state<=SEND_CMD;
					end
					4:begin
						re<=1;
						ce<=0;
						cle<=0;
						ale<=0;
						we<=1;	
						n<=0;
						state<=nextstate;
					end
				default:begin
						re<=1;
						ce<=0;
						cle<=0;
						ale<=0;
						we<=1;
						n<=0;
						state<=SEND_CMD;
					end
					endcase
			end
			SEND_ADDR:begin
					nextstate<=nextstate;
					out<=out;
					case(n)
					0:begin
						re<=1;
						ce<=0;
						cle<=0;
						ale<=0;
						we<=1;
						n<=n+1;
						state<=SEND_ADDR;
					end
					1:begin
						re<=1;
						ce<=0;
						cle<=0;
						ale<=1;
						we<=1;	
						n<=n+1;
						state<=SEND_ADDR;
					end
					2:begin
						re<=1;
						ce<=0;
						cle<=0;
						ale<=1;
						we<=0;	
						n<=n+1;
						state<=SEND_ADDR;
					end
					3:begin
						re<=1;
						ce<=0;
						cle<=0;
						ale<=1;
						we<=1;	
						n<=n+1;
						state<=SEND_ADDR;
					end
					4:begin
						re<=1;
						ce<=0;
						cle<=0;
						ale<=0;
						we<=1;	
						n<=0;
						state<=nextstate;
					end
					default:begin
						re<=1;
						ce<=0;
						cle<=0;
						ale<=0;
						we<=1;
						n<=0;
						state<=SEND_ADDR;
					end
					endcase
				end
				SEND_DAT:begin
					nextstate<=nextstate;
					out<=out;
					en<=0;
					case(n)
					0:begin
						re<=1;
						ce<=0;
						cle<=0;
						ale<=0;
						we<=1;
						n<=n+1;
						state<=SEND_DAT;
					end
					1:begin
						re<=1;
						ce<=0;
						cle<=0;
						ale<=0;
						we<=0;	
						n<=n+1;
						state<=SEND_DAT;
					end
					2:begin
						re<=1;
						ce<=0;
						cle<=0;
						ale<=0;
						we<=1;	
						n<=n+1;
						state<=nextstate;
					end
					default:begin
						re<=1;
						ce<=0;
						cle<=0;
						ale<=0;
						we<=1;
						n<=0;
						state<=SEND_DAT;
					end
					endcase
			end
			GET_DAT:begin
					nextstate<=nextstate;
					case(n)
					0:begin
						re<=1;
						ce<=0;
						cle<=0;
						ale<=0;
						we<=1;
						n<=n+1;
						state<=GET_DAT;
					end
					1:begin
						re<=0;
						ce<=0;
						cle<=0;
						ale<=0;
						we<=1;	
						n<=n+1;
						state<=GET_DAT;
					end
					2:begin
						re<=0;
						ce<=0;
						cle<=0;
						ale<=0;
						we<=1;	
						n<=n+1;
						data<=io;
						state<=GET_DAT;
					end
					3:begin
						re<=1;
						ce<=0;
						cle<=0;
						ale<=0;
						we<=1;	
						n<=n+1;
						state<=nextstate;
					end
					default:begin
						re<=1;
						ce<=0;
						cle<=0;
						ale<=0;
						we<=1;
						n<=0;
						state<=GET_DAT;
					end
					endcase
			end
			RS1:begin
				re<=1;
				ce<=0;
				cle<=0;
				ale<=0;
				we<=1;
				out<=8'hFF; 
				n<=0;
				state<=SEND_CMD;
				nextstate<=RS2;
			end
			RS2:begin     
				re<=1;
				ce<=0;
				cle<=0;
				ale<=0;
				we<=1;
				n<=0;
				if(rb!=0)	state<=ER0;
				else state<=RS2;
				end
			ER0:begin
				st<=4'h01;
				re<=1;
				ce<=0;
				cle<=0;
				ale<=0;
				we<=1;
				out<=8'h60; 
				n<=0;
				state<=SEND_CMD;
				nextstate<=ER1;
			end
			ER1:begin
				re<=1;
				ce<=0;
				cle<=0;
				ale<=1;
				we<=1;
				counter<=0;
				state<=ER2;
				end
			ER2:begin
				re<=1;
				ce<=0;
				cle<=0;
				ale<=1;
				we<=0;
				case(counter)
					0:out<=8'h00;
					1:out<=addrcount[7:0];
					2:out<={4'b0,addrcount[11:8]};
				endcase
				counter<=counter+1;
				state<=ER3;
				end
			ER3:begin
				re<=1;
				ce<=0;
				cle<=0;
				ale<=1;
				we<=1;
				if(counter==3)begin
				state<=ER4;
				counter<=0;
				end
				else	state<=ER2;
				end
			ER4:begin
				re<=1;
				ce<=0;
				cle<=0;
				ale<=0;
				we<=1;
				out<=8'hD0; 
				n<=0;
				state<=SEND_CMD;
				nextstate<=ER5;
				end
			ER5:begin
				re<=1;
				ce<=0;
				cle<=0;
				ale<=1;
				we<=1;
				if (rb!=0) state<=ER6;
				else state<=ER5;
				end
			ER6: begin
				if(rb!=0) begin
				re<=1;
				ce<=0;
				cle<=0;
				ale<=0;
				we<=1;
				out<=8'h70; 
				n<=0;
				state<=SEND_CMD;
				nextstate<=ER7;
				end
				else state<=ER5;
				end
			ER7:begin
				re<=1;
				ce<=0;
				cle<=0;
				ale<=0;
				we<=1;
				n<=0;
				state<=GET_DAT;
				nextstate<=ER8;
				end
			ER8:begin
				re<=1;
				ce<=0;
				cle<=0;
				ale<=0;
				we<=1;
				if(data[7]==1 && data[6]==1 && data[5]==1 && data[0]==0)begin
					state<=ER9;
					counter2<=0;
				end
				else state<=ER11;
				end
			ER11:begin
				re<=1;
				ce<=0;
				cle<=0;
				ale<=0;
				we<=1;
				devcode<=addrcount;
				counter2<=counter2+1;
				if (counter2>5) begin
						counter2<=0;
						state<=ER9;
				end
				else begin 
						state<=RS2;
				end
				end
			ER9:begin
				re<=1;
				ce<=0;
				cle<=0;
				ale<=0;
				we<=1;
				if (addrcount<LAST_BLOCK) begin
					addrcount<=addrcount+1;
					state<=RS2;
					end
				else state<=ER10;
				end
			ER10:begin
				re<=1;
				ce<=0;
				cle<=0;
				ale<=0;
				we<=1;
				counter<=0;
				out<=8'b0;			
				state<=WE0;
				addrcount<=INITIAL_ADDR;
				blockcount<=INITIAL_BLOCK;
				counter2<=0;
				n<=0;
				en<=0;
				end
			WE0:begin
				st<=4'hd;
				re<=1;
				ce<=0;
				cle<=0;
				ale<=0;
				we<=1;
				en<=0;
				counter<=0;
				counter2<=0;
				n<=0;
				if (rb==0) state<=WE0;
				else state<=WE1;			
				end
			WE1:begin
				re<=1;
				ce<=0;
				cle<=0;
				ale<=0;
				we<=1;
				out<=8'h80; 
				n<=0;
				state<=SEND_CMD;
				nextstate<=WE2;
			end
			WE2:begin
				re<=1;
				ce<=0;
				cle<=0;
				ale<=0;
				we<=1;
				out<=8'h00; 
				counter<=0;
				state<=WE3;
			end
			WE3:begin
				re<=1;
				ce<=0;
				cle<=0;
				ale<=1;
				we<=1;
				if (counter<5) state<=WE4;
				else	begin
					counter<=0;
					state<=WE5;
				end
			end
			WE4:begin
				re<=1;
				ce<=0;
				cle<=0;
				ale<=1;
				we<=0;
				case(counter)
					0:out<=8'h00;
					1:out<=8'h00;
					2:out<=addrcount[7:0];
					3:out<=blockcount[7:0];
					4:out<={4'b0,blockcount[11:8]};
				endcase
				counter<=counter+1;
				state<=WE3;
			end
			WE5:begin
				re<=1;
				ce<=0;
				cle<=0;
				ale<=0;
				we<=1;
				counter<=counter+1;
				if (counter<DATA_BYTES_PER_PAGE) begin
					en<=1;
					out<=RandData;
					n<=0;
					state<=SEND_DAT;
					nextstate<=WE5;
				end
				else if(counter>=DATA_BYTES_PER_PAGE&&counter<PAGE_SIZE) begin
					en<=0;
					out<=8'h00;
					n<=0;
					state<=SEND_DAT;
					nextstate<=WE5;
				end
				else begin
					en<=0;
					out<=8'h00;
					n<=0;
					state<=SEND_DAT;
					nextstate<=WE6;
				end
			end
			WE6:begin
				counter<=0;
				re<=1;
				ce<=0;
				cle<=0;
				ale<=0;
				we<=1;
				out<=8'h10; 
				n<=0;
				state<=SEND_CMD;
				nextstate<=WE7;
			end		
			WE7:begin
				counter<=0;
				re<=1;
				ce<=0;
				cle<=0;
				ale<=0;
				we<=1;
				out<=8'h70; 
				n<=0;
				if(rb==0)state<=WE7;
				else begin
					state<=SEND_CMD;
					nextstate<=WE8;
				end
				end
			WE8:begin
				re<=0;
				ce<=0;
				cle<=0;
				ale<=0;
				we<=1;
				status<=io;
				counter<=counter+1;
				if (counter<=5) state<=WE8;
				else begin
				if (rb==0)state<=WE7;
				else begin
				counter<=0;
				state<=WE9;
				end
				end
			end
			WE9:begin
				re<=1;
				ce<=0;
				cle<=0;
				ale<=0;
				we<=1;
				if (status[7]==1 && status[6]==1 && status[5]==1 && status[0]==0 && addrcount<PAGE_PER_BLOCK) begin
						counter2<=0;
						addrcount<=addrcount+12'b1;
						state<=WE0;
						end
				else if (status[7]==1 && status[6]==1 && status[5]==1 && status[0]==0 && addrcount>=PAGE_PER_BLOCK) begin
						counter2<=0;
						state<=WE11;
						end
				else state<=WE10;
				end
			WE10:begin
				re<=1;
				ce<=0;
				cle<=0;
				ale<=0;
				we<=1;
				counter2<=counter2+1;
				if (addrcount<PAGE_PER_BLOCK && counter2<10)state<=WE7;
				else if (addrcount<PAGE_PER_BLOCK && counter2>=10)begin
						counter2<=0;
						addrcount<=addrcount+12'b1;
						state<=WE0;
				end
				else if (addrcount>=PAGE_PER_BLOCK && counter2<10)state<=WE7;
				else begin
						counter2<=0;
						state<=WE11;
				end		
			end
			WE11:begin
				re<=1;
				ce<=0;
				cle<=0;
				ale<=0;
				we<=1;
				if(blockcount<LAST_BLOCK)begin
						addrcount<=INITIAL_ADDR;
						blockcount<=blockcount+12'b1;
						state<=WE0;
					end
				else state<=WE12;
			end
			WE12:begin
				re<=1;
				ce<=0;
				cle<=0;
				ale<=0;
				we<=1;
				counter3<=counter3+1;
				if (counter3<TEST_CYCLE) state<=RST;
				else state<=WE13;
			end
			WE13:begin
				re<=1;
				ce<=1;
				cle<=0;
				ale<=0;
				we<=1;
				state<=WE13;
				st<=4'hf;
			end
			default:begin
						re<=1;
						ce<=0;
						cle<=0;
						ale<=0;
						we<=1;
						n<=0;
						state<=5'bX;
						nextstate<=5'bX;
			end		
		endcase
	end
end
always @ (posedge clk)
begin
	if(!rst2)	begin
		clk_double<=0;
		clkcnt<=0;
		end
	else begin
		if (clkcnt==2) begin
			clk_double<=1;
			clkcnt<=clkcnt+1;
			end
		else if (clkcnt==5) begin 
			clk_double<=0;
			clkcnt<=0;
			end
		else begin
			clkcnt<=clkcnt+1;
		end
	end
end	
hex2seg h0(counter3[3:0],HEX0);
hex2seg h1(counter3[7:4],HEX1);
hex2seg h2(blockcount[11:8],HEX2);
hex2seg h3(st[3:0],HEX3);
endmodule
module LFSR(
  input clk,
  input rst,
  output reg [7:0] LFSR = 255
);
wire feedback = LFSR[7] ^ (LFSR[6:0]==7'b0000000);
always @(posedge clk or negedge rst)
begin
if(!rst)
	LFSR<=8'hFF;
else begin
	LFSR[0] <= feedback;
	LFSR[1] <= LFSR[0];
	LFSR[2] <= LFSR[1];
	LFSR[3] <= LFSR[2];
	LFSR[4] <= LFSR[3]^ feedback;
	LFSR[5] <= LFSR[4]^ feedback;
	LFSR[6] <= LFSR[5]^ feedback;
	LFSR[7] <= LFSR[6];
end
	end
endmodule
module hex2seg (input [3:0] hex, output [6:0] seg);
assign seg =
		({7{(hex == 4'h0)}} & 7'b1000000) |
		({7{(hex == 4'h1)}} & 7'b1111001) |
		({7{(hex == 4'h2)}} & 7'b0100100) |
		({7{(hex == 4'h3)}} & 7'b0110000) |
		({7{(hex == 4'h4)}} & 7'b0011001) |
		({7{(hex == 4'h5)}} & 7'b0010010) |
		({7{(hex == 4'h6)}} & 7'b0000010) |
		({7{(hex == 4'h7)}} & 7'b1111000) |
		({7{(hex == 4'h8)}} & 7'b0000000) |
		({7{(hex == 4'h9)}} & 7'b0010000) |
		({7{(hex == 4'hA)}} & 7'b0001000) |
		({7{(hex == 4'hB)}} & 7'b0000011) |
		({7{(hex == 4'hC)}} & 7'b1000110) |
		({7{(hex == 4'hD)}} & 7'b0100001) |
		({7{(hex == 4'hE)}} & 7'b0000110) |
		({7{(hex == 4'hF)}} & 7'b0001110); 
endmodule
==> design/flow/run.sh <==
#!/bin/bash
# OpenROAD 26Q1-2900-gdf79404cd8, Yosys 0.63+post, stock flow scripts
make -C /OpenROAD-flow-scripts/flow DESIGN_CONFIG=/design/flow/config.mk WORK_HOME=/design/flow/orfs finish
==> design/flow/config.mk <==
export PLATFORM = sky130hd
export DESIGN_NAME = Erase_Multi_Write
export DESIGN_NICKNAME = Erase_Multi_Write
export VERILOG_FILES = /design/flow/design.v
export SDC_FILE = /design/flow/constraint.sdc
export NUM_CORES = 4
export LEC_CHECK = 1
export CORE_UTILIZATION = 30
==> design/flow/constraint.sdc <==
current_design Erase_Multi_Write

set clk_period 2.9
set clk_io_pct 0.2

create_clock -name clk0 -period $clk_period [get_ports {clk}]

set non_clock_inputs [all_inputs -no_clocks]
set_input_delay [expr $clk_period * $clk_io_pct] -clock clk0 $non_clock_inputs
set_output_delay [expr $clk_period * $clk_io_pct] -clock clk0 [all_outputs]
==> impl_results.rst <==
Physical design figures
=======================

.. list-table::
   :header-rows: 1

   * - Metric
     - Value
   * - Status
     - did not finish
   * - CTS Hold Buffers Added
     - 0
   * - Top flip-flop cell by instance count after synthesis
     - sky130_fd_sc_hd__dfxtp_1
   * - Detailed placement HPWL
     - 15000 µm
   * - Summed instance area of the synthesized netlist
     - 7160 µm²
   * - Core utilization before placement
     - 30.6%
   * - Synth warn
     - 3
   * - Leading area contributor after synthesis
     - sky130_fd_sc_hd__dfxtp_1
   * - Sequential-to-total area share from yosys stat
     - 32.9%
   * - Post-cts repair resize count
     - 0
   * - Synth top area cells
     - sky130_fd_sc_hd__dfxtp_1, sky130_fd_sc_hd__edfxtp_1, sky130_fd_sc_hd__nor2_1
   * - Ys flops
     - 108
   * - Overall die height
     - 156 µm
   * - Maximum level of the CTS H-tree
     - 1
   * - Register pins left without a clock
     - 102
   * - Top cell type's share of synthesized area
     - 24.1%
   * - Post-synth EDFFs
     - 14
   * - Yosys Instances
     - 909
   * - CTS buffer count
     - 3
   * - Stage at which the flow ended
     - clock tree synthesis
   * - Count of input and output buffers
     - 36
   * - Die width
     - 156 µm
   * - Post-Synthesis Mean Instance Area
     - 7.87 µm²
   * - Routability cong.
     - 0.969
   * - Endpoints left unconstrained
     - 157
   * - Cell count after synthesis
     - 909
   * - Number of cell rows
     - 56
   * - Maximum clock insertion buffer count
     - 2
   * - Chip area from the yosys synthesis statistics
     - 7160 µm²
   * - First Error
     - [error] [KeplerFormal.cpp:679] Workflow failed: Iso has multiple drivers: .io0, io[0]$_SDFFE_PN0P_.Q0
   * - Cell variety after synth
     - 85
   * - Share of flip-flops with an asynchronous set or reset
     - 7.41%
   * - # IOs
     - 45
   * - Number of buffers added for setup after CTS
     - 0
   * - Root buffer cell
     - sky130_fd_sc_hd__clkbuf_16
==> logic make-up after synthesis <==
family | Yosys count | synth area share (%)
DFF | 108 | 32.9
AOI/OAI and AO/OA | 263 | 25.2
muxes | 7 | 0.979
and+or+nand+nor | 378 | 27.4
adders and majority gates | 22 | 3.85
xor gates and xnor gates | 33 | 4.04
buffers and inverters | 98 | 5.65
==> cell usage after synthesis (15+ instances only) <==
cell / count
sky130_fd_sc_hd__o211ai_1: 15
sky130_fd_sc_hd__nand3_1: 29
sky130_fd_sc_hd__dfxtp_1: 86
sky130_fd_sc_hd__o21ai_0: 38
sky130_fd_sc_hd__xnor2_1: 23
sky130_fd_sc_hd__ha_1: 22
sky130_fd_sc_hd__nor2b_1: 16
sky130_fd_sc_hd__clkbuf_1: 42
sky130_fd_sc_hd__a21oi_1: 75
sky130_fd_sc_hd__nor2_1: 103
sky130_fd_sc_hd__inv_1: 30
sky130_fd_sc_hd__and3_1: 16
sky130_fd_sc_hd__nor4_1: 21
sky130_fd_sc_hd__nand2_1: 86
sky130_fd_sc_hd__nor3_1: 17
==> per-stage QoR <==
stage	cells	setup slack, ns	cell area [µm²]	utilization, %	total power (W)
2_1_floorplan	909	1.19	7160	-	0.000444
3_3_place_gp	1213	1.15	7740	33.1	0.000538
3_5_place_dp	1213	1.12	7740	33.1	0.000536
No activity file was given, so power comes from the tool's default toggle rates.
